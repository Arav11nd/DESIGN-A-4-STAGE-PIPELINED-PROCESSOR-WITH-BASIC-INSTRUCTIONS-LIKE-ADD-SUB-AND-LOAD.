File: design/flow/design.v
module pipelined_processor (
  input clk,
  input reset,
  input [31:0] instruction_in,  
  output reg [31:0] result_out  
);
  wire [5:0] opcode;
  wire [4:0] rd;
  wire [4:0] rs1;
  wire [4:0] rs2;
  wire [15:0] immediate;
  assign opcode = instruction_in[31:26];
  assign rd = instruction_in[25:21];
  assign rs1 = instruction_in[20:16];
  assign rs2 = instruction_in[15:11];
  assign immediate = instruction_in[15:0];
  reg [31:0] registers [31:0];
  reg [31:0] if_id_instruction;
  reg [31:0] id_ex_instruction;
  reg [31:0] ex_mem_wb_instruction;
  reg [31:0] id_ex_rs1_data;
  reg [31:0] id_ex_rs2_data;
  reg [31:0] ex_mem_wb_result;
  reg [31:0] ex_mem_wb_memory_address;
  reg [31:0] memory [1023:0];  
  integer i;
  always @(posedge clk or posedge reset) begin
    if (reset) begin
      if_id_instruction <= 32'b0;
      id_ex_instruction <= 32'b0;
      ex_mem_wb_instruction <= 32'b0;
      result_out <= 32'b0;
      for (i = 0; i < 32; i = i + 1) registers[i] <= 32'b0;
      for (i = 0; i < 1024; i = i + 1) memory[i] <= 32'b0;
    end else begin
      if (ex_mem_wb_instruction[31:26] == 6'b000000 || ex_mem_wb_instruction[31:26] == 6'b000001 || ex_mem_wb_instruction[31:26] == 6'b000010) begin  
        registers[ex_mem_wb_instruction[25:21]] <= ex_mem_wb_result;
      end
      result_out <= registers[1];  
      case (id_ex_instruction[31:26])
        6'b000000: ex_mem_wb_result <= id_ex_rs1_data + id_ex_rs2_data;  
        6'b000001: ex_mem_wb_result <= id_ex_rs1_data - id_ex_rs2_data;  
        6'b000010: begin  
          ex_mem_wb_memory_address <= id_ex_rs1_data + id_ex_instruction[15:0];
          ex_mem_wb_result <= memory[ex_mem_wb_memory_address >> 2];  
        end
        default: ex_mem_wb_result <= 32'b0;
      endcase
      ex_mem_wb_instruction <= id_ex_instruction;
      id_ex_rs1_data <= registers[id_ex_instruction[20:16]];
      id_ex_rs2_data <= registers[id_ex_instruction[15:11]];
      id_ex_instruction <= if_id_instruction;
      if_id_instruction <= instruction_in;
    end
  end
endmodule
File: design/flow/run.sh
#!/bin/bash
# OpenROAD 26Q1-2900-gdf79404cd8, Yosys 0.63+post, stock flow scripts
make -C /OpenROAD-flow-scripts/flow DESIGN_CONFIG=/design/flow/config.mk WORK_HOME=/design/flow/orfs finish
File: design/flow/config.mk
export PLATFORM = sky130hd
export DESIGN_NAME = pipelined_processor
export DESIGN_NICKNAME = pipelined_processor
export VERILOG_FILES = /design/flow/design.v
export SDC_FILE = /design/flow/constraint.sdc
export NUM_CORES = 4
export LEC_CHECK = 1
export CORE_UTILIZATION = 30
File: design/flow/constraint.sdc
current_design pipelined_processor

set clk_period 14.6
set clk_io_pct 0.2

create_clock -name clk0 -period $clk_period [get_ports {clk}]

set non_clock_inputs [all_inputs -no_clocks]
set_input_delay [expr $clk_period * $clk_io_pct] -clock clk0 $non_clock_inputs
set_output_delay [expr $clk_period * $clk_io_pct] -clock clk0 [all_outputs]
==> summary.txt <==
yosys + openroad results -> clock group share of total power=0.465, final setup TNS=0 ns, R2R Setup Slk=9.44 ns, WS Path Type=in2reg, type of element launching the critical path=primary input, GR Util All Layers=0.298, synthesis-to-finish area growth=15.7%, placed cell count=7296, TritonCTS clock tree=built, sequential power share=0.472, Post-CTS Setup Repair Bufs=0, final worst path period need=6.12 ns, layout cells sized above 1=0.253, Routed Antenna Nets=0, post-synthesis instance total=4911, pin count of the biggest net entering global routing=126, routed len/inst=37.7 um, Slew Viols, Final=0, sequential share of the synthesized area=0.528, Max clock buf depth=3, Worst-Skew Late Latency=0.83 ns, hpwl dp=165 mm, Max IR drop VDD=0.0893 mV, Slew headroom=0.278, CP Data Arrival Time=6.57 ns, Power Internal=0.00565 W, final setup fails=0, H-tree Lvls=4, Commonest Layout Cell=dfrtp_1, port buffer count=54, Tightest Pin Transition=1.08 ns, CTS root buf=clkbuf_16, total die area=195000 um2, Tool Warnings=54, # Cells Yosys=4911, CORE AREA=192000 um2, RePlAce Congestion=1.03, grt total ovfl=0, Yosys cell types=79, Num Clock Sinks=1205, ys flop type=dfrtp_1, Worst EP required=15.05 ns, Final Skew=0.0279 ns, Avg Cell Area, Syn=11.8 um2, DRC=0, Yosys reg bits=1205, IO Pins=66, power per cell area=113 nW/um2, CP Cell Sequence=clkdlybuf4s50_1 > clkinvlp_4 > buf_4 > buf_4 > buf_12 > buf_4, Hold Violations, Final=0, type of the most critical hold path=reg2reg, FP Rows=161, Psw=0.00193 W, Via Count=49300, Async SR Flop Fraction=0.920, crit path capture type=flop, initial antenna violation count=19, Hold-fix buffers, CTS=0, critical path's largest stage delay=0.71 ns, Crit Reg-Reg Endpoint=ex_mem_wb_result[23]$_SDFFCE_PN0N_, drt initial violations=6181, Max-Cap Viols=0, Reg2Reg Depth=15, width of the die=442 um, Final Instance Count excl. Fillers=7562, yosys stat chip area=58000 um2, final worst setup slack=8.48 ns, hold-critical path depth=0, most frequent CP cell=buf_4, RSZ-0062 raised after global routing=false, combinational share of power=0.064, Vias/cell=6.52, reg-to-reg startpoint=id_ex_instruction[29]$_DFF_PP0_, CTS Buf Count=137, Hold Crit Start=if_id_instruction[29]$_DFF_PP0_, pre-CTS WS=7.57 ns, hold endpoint=id_ex_instruction[29]$_DFF_PP0_, DR pass1 iterations=24, Switching Share=0.255, Die Y=442 um, Final period util=0.419, most frequent cells in the layout=1109 x dfrtp_1, 885 x a22oi_1, 693 x mux2_2, first-pass GRT wire length=393 mm, CP max stage cell=buf_4, Worst Path Max Fanout=115, flip-flops with a built-in enable=96, Fmax=163 MHz, yosys warns=3, post-synth design cell area=58000 um2, DRT Wirelength=285 mm, vias in the first global route=48400, Post-CTS Resized=0, Final Util=0.349, fp_density=0.302, Pleak=30.6 nW, Clock transition at path regs=0.06 ns, status=finished clean
==> Yosys cell counts, types with 5 or more instances <==
library cell  number  area share
o31ai_1            6     0.00078
dfrtp_1         1109        0.48
nand3_1           49      0.0042
o32a_1             8      0.0014
mux2_2           693        0.13
ha_1              32      0.0069
a21o_1            11      0.0014
a222oi_1          18      0.0031
and2_1             6     0.00065
nand2b_1          13      0.0014
a221oi_1          24      0.0036
nor2_1           211       0.014
buf_1             46      0.0030
edfxtp_1          96       0.050
nand3b_1          10      0.0013
a22oi_1          885        0.11
xor2_1            20      0.0030
o21ai_0           46      0.0040
and4_1             5     0.00075
clkbuf_1         358       0.023
a21oi_1          133       0.011
inv_1             18      0.0012
buf_2             36      0.0031
and3_1             6     0.00065
o21ai_1            5     0.00043
or3_1              8     0.00086
nor2b_1            9     0.00097
o21a_1             7     0.00091
a31oi_1            8     0.00086
nand2_1          312       0.020
xnor2_1           31      0.0047
nor3_1           107      0.0092
a22o_1             8      0.0012
nor4_1            38      0.0041
nand4_1          116       0.013
mux2_1           331       0.064
==> stage by stage <==
| step | power, W | cell area, um2 | hold slack, ns |
|---|---|---|---|
| global route | 0.00777 | 67100 | 0.351 |
| CTS | 0.00758 | 67100 | 0.339 |
| global placement | 0.00409 | 62600 | 0.333 |
| floorplan | 0.00388 | 58000 | 0.331 |
| detailed placement | 0.00409 | 62600 | 0.335 |
| finish | 0.00759 | 67200 | 0.342 |
==> layout make-up <==
| class | count | area [um2] |
|---|---|---|
| multi-input combinational | 3248 | 26300 |
| timing repair buffer | 299 | 2440 |
| sequential | 1205 | 30600 |
| fill | 18400 | 125000 |
| antenna | 15 | 37.5 |
| clock buffer | 198 | 3970 |
| tap | 2526 | 3160 |
| inverter | 18 | 71.3 |
| clock inverter | 53 | 588 |
==> worst max-delay path by stage <==
stage | start | end | slack [ns] | cells past startpoint
final | reset | id_ex_rs2_data[23]$_DFFE_PN_ | 8.48 | 6
after global routing | reset | id_ex_rs2_data[23]$_DFFE_PN_ | 8.13 | 6
after CTS | reset | id_ex_rs2_data[23]$_DFFE_PN_ | 8.43 | 6
==> routing by layer <==
metal / wire length (um) / up-vias / global-route usage
li1: - / 18700 / -
met1: 97900 / 24500 / 0.357
met2: 112000 / 4470 / 0.396
met3: 50600 / 1549 / 0.200
met4: 24000 / 37 / 0.177
met5: 545 / - / 0.0195
==> critical path: cells and delay by family <==
family	cells	cell delay [ns]
buffers and inverters	6	3.44
==> power groups by stage <==
stage	Clock, W	Sequential, W	Combinational [W]
after CTS	0.00354	0.00357	0.000461
after global routing	0.00369	0.00359	0.000501
final	0.00352	0.00358	0.000484
==> state kept, by name, summed over array words and instances (netlist names) <==
signal	cells
ex_mem_wb_instruction	11
id_ex_rs2_data	32
registers	1024
id_ex_instruction	21
id_ex_rs1_data	32
if_id_instruction	21
ex_mem_wb_result	32
result_out	32
==> cells by family after synthesis <==
logic type / after synthesis / share of synthesized area
compound gates: 1210 / 0.152
flops: 1205 / 0.528
mux: 1028 / 0.199
simple gates: 926 / 0.0758
buf+inv: 458 / 0.0304
xor+xnor: 51 / 0.00770
fa+ha+maj: 33 / 0.00724
Power is estimated from default activity; no workload was simulated.
